$ cat design/flow/config.mk
export PLATFORM = sky130hd
export DESIGN_NAME = HPStimulator
export DESIGN_NICKNAME = HPStimulator
export VERILOG_FILES = /design/flow/design.v
export SDC_FILE = /design/flow/constraint.sdc
export NUM_CORES = 4
export LEC_CHECK = 1
export CORE_AREA = 10 10 193 193
export DIE_AREA = 0 0 203 203
$ cat design/flow/constraint.sdc
current_design HPStimulator

set clk_period 6.0
set clk_io_pct 0.2

create_clock -name clk0 -period $clk_period [get_ports {clock}]

set non_clock_inputs [all_inputs -no_clocks]
set_input_delay [expr $clk_period * $clk_io_pct] -clock clk0 $non_clock_inputs
set_output_delay [expr $clk_period * $clk_io_pct] -clock clk0 [all_outputs]
$ cat design/flow/design.v
module HPStimulator(
    input logic clock,
    input logic reset,
    input logic [31:0] gpio_in,
    output logic [31:0] gpio_out,
    input logic arready,
    input logic awready,
    input logic bvalid,
    input logic rlast,
    input logic rvalid,
    input logic wready,
    input logic [1:0] bresp,
    input logic [1:0] rresp,
    input logic [5:0] bid,
    input logic [5:0] rid,
    input logic [31:0] rdata,
    output logic arvalid,
    output logic awvalid,
    output logic bready,
    output logic rready,
    output logic wlast,
    output logic wvalid,
    output logic [1:0] arburst,
    output logic [1:0] arlock,
    output logic [2:0] arsize,
    output logic [1:0] awburst,
    output logic [1:0] awlock,
    output logic [2:0] awsize,
    output logic [2:0] arprot,
    output logic [2:0] awprot,
    output logic [31:0] araddr,
    output logic [31:0] awaddr,
    output logic [3:0] arcache,
    output logic [3:0] arlen,
    output logic [3:0] arqos,
    output logic [3:0] awcache,
    output logic [3:0] awlen,
    output logic [3:0] awqos,
    output logic [5:0] arid,
    output logic [5:0] awid,
    output logic [5:0] wid,
    output logic [31:0] wdata,
    output logic [3:0] wstrb
    );
    typedef enum logic [7:0] {
        DATA,
        ADDRESS_LOWER,
        ADDRESS_UPPER,
        CACHE,
        PROTECTION,
        ID,
        WRITE,
        BURST,
        SEND,
        GET_READY,
        GET_DATA,
        GET_WRITE,
        GET_VALID,
        GET_RESPONSE,
        GET_ID,
        GET_LAST,
        CLEAR
    } Command;
    Command command;
    logic [23:0] field;
    logic waitSend;
    logic [31:0] data;
    logic [31:0] address;
    logic [3:0] cache;
    logic [1:0] burst;
    logic [2:0] protection;
    logic [5:0] id;
    logic write;
    logic valid;
    logic ready;
    logic [1:0] rx_response;
    logic [31:0] rx_data;
    logic rx_write;
    logic rx_valid;
    logic [5:0] rx_id;
    logic rx_last;
    always_comb begin
        command = Command'(gpio_in[31:24]);
        field = gpio_in[23:0];
        case (command)
            GET_READY: gpio_out = 32'({awready, wready, arready});
            GET_DATA: gpio_out = rx_data;
            GET_WRITE: gpio_out = 32'(rx_write);
            GET_VALID: gpio_out = 32'(rx_valid);
            GET_RESPONSE: gpio_out = 32'(rx_response);
            GET_ID: gpio_out = 32'(rx_id);
            GET_LAST: gpio_out = 32'(rx_last);
            default: gpio_out = 32'hXXXXXXXX;
        endcase
    end
    always_ff @(posedge clock) begin
        case (command)
            DATA: data <= {field, 8'b0};
            ADDRESS_LOWER: address <= {address[31:24], field};
            ADDRESS_UPPER: address <= {field[7:0], address[23:0]};
            CACHE: cache <= field[3:0];
            PROTECTION: protection <= field[2:0];
            BURST: burst <= field[1:0];
            ID: id <= field[5:0];
            WRITE: write <= field[0];
            default: ;
        endcase
    end
    logic rx_write_ready;
    logic rx_read_ready;
    logic rx_write_valid;
    logic rx_read_valid;
    always_comb begin
        rx_write_valid = bvalid;
        rx_read_valid = rvalid;
        rx_write_ready = !rx_valid;
        rx_read_ready = !rx_valid && !rx_write_valid;
        ready = arready && awready && wready;
    end
    always_ff @(posedge clock) begin
        if (reset) begin
            rx_valid <= 0;
            valid <= 0;
            waitSend <= 0;
        end else begin
            if (rx_valid) begin
                if (command == CLEAR) begin
                    rx_valid <= 0;
                end
            end else if (rx_write_ready && rx_write_valid) begin
                rx_write <= 1;
                rx_valid <= 1;
                rx_response <= bresp;
                rx_id <= bid;
            end else if (rx_read_ready && rx_read_valid) begin
                rx_write <= 0;
                rx_valid <= 1;
                rx_data <= rdata;
                rx_response <= rresp;
                rx_id <= rid;
                rx_last <= rlast;
            end
            if (valid && ready) begin
                valid <= 0;
            end else begin
                if (command == SEND && !waitSend) begin
                    valid <= 1;
                    waitSend <= 1;
                end else if (command == CLEAR) begin
                    valid <= 0;
                end
            end
            if (command != SEND) begin
                waitSend <= 0;
            end
        end
    end
    always_comb begin
        arvalid = !write && valid;
        awvalid = write && valid;
        bready = rx_write_ready;
        rready = rx_read_ready;
        wlast = write && valid;  
        wvalid = write && valid;
        arburst = burst;
        arlock = 0;
        arsize = 'b010;
        awburst = burst;
        awlock = 0;
        awsize = 'b010;
        arprot = protection;
        awprot = protection;
        araddr = address;
        awaddr = address;
        arcache = cache;
        arlen = 0;
        arqos = 0;
        awcache = cache;
        awlen = 0;  
        awqos = 0;
        arid = id;
        awid = id;
        wid = id;
        wdata = data;
        wstrb = 4'b1111;
    end
endmodule: HPStimulator
$ cat design/flow/run.sh
#!/bin/bash
# OpenROAD 26Q1-2900-gdf79404cd8, Yosys 0.63+post, stock flow scripts
make -C /OpenROAD-flow-scripts/flow DESIGN_CONFIG=/design/flow/config.mk WORK_HOME=/design/flow/orfs finish
==> impl_metrics.json <==
{
  "fin_cells": 1030,
  "netlist_area_um2": 5142,
  "top_cell": "edfxtp_1",
  "grt_pass1_vias": 3528,
  "end_kind": "output port",
  "leakage_uw": 0.002855,
  "cts_root_buffer": "clkbuf_16",
  "die_h_um": 203,
  "worstHoldPathType": "reg -> reg",
  "cts_resized": 0,
  "avgSynthCellArea_um2": 14.13,
  "clk_pin_slew_worst_paths_ps": 60,
  "r2r_slack_ps": 4370,
  "fin_crit_sh": 0.7818,
  "fp.dieArea_um2": 41210,
  "syn_inst": 364,
  "synth-edff-count": 114,
  "num_vias": 3321,
  "gp_congestion": 0.7848,
  "areaGrowthSynthToFinish_pct": 60.83,
  "clk_path_buf_depth": 2,
  "remaining_drc_errors": 0,
  "drv_slew": 0,
  "fillers": 3408,
  "wirelength_um": 17380,
  "final_antenna_net_count": 0,
  "rsz0062_at_grt": "false",
  "drt_iter0_drc": 118,
  "setup_tns_ps": 0,
  "synth-async-reset-ratio": 0,
  "grt_pass1_wl_um": 24430,
  "row_count": 66,
  "worstPathRequired_ps": 4800,
  "dp.cells": 997,
  "postSynthSeqShare": 0.6774,
  "synth-seq-cells": 117,
  "fmax_ghz": 0.2132,
  "grt_antenna_before_repair": 3,
  "synth_top_cell_by_area": "edfxtp_1",
  "synth-area-yosys_um2": 5142,
  "track_usage": 0.08101,
  "period_needed_ps": 4691,
  "ios": 288,
  "maxCapViolCount": 0,
  "synth.top_cell.area_share": 0.6657,
  "max_slew_margin": 0.5404,
  "critPathArrivalTime_ps": 3490,
  "yosys-top-cells-area": "edfxtp_1, buf_4, and2_1, mux2_2, and2_2",
  "yosys_cells": 364,
  "postCtsSetupBuffers": 0,
  "hold_buffers": 0,
  "core-area_um2": 32780,
  "ctsHtreeMaxLevel": 4,
  "wl_per_cell_um": 16.87,
  "max_slew.worst_pin.slew_ps": 686.8,
  "ys_warn_count": 1,
  "top_cells_by_count": "edfxtp_1, buf_4, and2_1",
  "cts-buffers-inserted": 17,
  "critPathKind": "in -> out",
  "ir_drop_uv": 186.7,
  "fp_util": 0.1569,
  "hold_viol": 0,
  "drtPass1Iterations": 4,
  "ys.flop_type": "edfxtp_1",
  "io_buffers": 249,
  "clock_skew_ps": 6.532,
  "warning_count": 25,
  "clock_latency_ps": 420,
  "ys_types": 32,
  "cp_max_fo": 26,
  "die_w_um": 203,
  "overflow": 0,
  "status": "complete, no violations",
  "cellPowerDensity_nw_per_um2": 253.7,
  "drive_gt1_frac": 0.1244,
  "setup_viol": 0,
  "grt_max_degree": 34,
  "cts_sinks": 117,
  "hpwlAfterDp_um": 13720,
  "cts_tree": "yes",
  "viasPerCell": 3.224,
  "start_kind": "input pin"
}
==> per-layer routing <==
layer / vias up / track usage / share of wire
li1: 1576 / - / -
met1: 1570 / 0.09260 / 0.38
met2: 155 / 0.1412 / 0.52
met3: 16 / 0.03546 / 0.093
met4: 4 / 0.01039 / 0.014
met5: - / 0 / 0.0013
==> cell families (layout without fill, tap and decap cells) <==
logic type / Yosys count / in the layout / share of synthesized area
buf+inv: 118 / 305 / 0.1569
flops: 117 / 117 / 0.6774
simple gates: 93 / 93 / 0.1075
compound gates: 20 / 20 / 0.02676
mux: 14 / 14 / 0.02993
other cells: 2 / 39 / 0.001460
==> registers in the layout (all words and copies together), names as in the netlist <==
register	count
protection	3
waitSend	1
rx_id	6
rx_response	2
rx_valid	1
data	24
valid	1
id	6
rx_data	32
burst	2
cache	4
rx_write	1
address	32
rx_last	1
write	1
==> cells in the final DEF, fill, tap and decap left out, types with 4 or more instances in the layout <==
cell,n
nor3_1,7
clkbuf_16,17
edfxtp_1,114
conb_1,38
inv_6,4
inv_1,14
clkdlybuf4s50_1,249
nand2b_1,4
a31oi_1,9
buf_4,10
nand2_1,5
and2_1,28
mux2_2,11
and2_2,15
nor2_1,19
==> worst max-delay path, stage by stage <==
cell,delay [ps]
clkdlybuf4s50_1,820
nand2b_1,330
nor4_4,210
buf_4,270
and2_2,170
clkdlybuf4s50_1,470
==> power breakdown <==
part | switching [µW] | internal (µW)
Sequential | 6.54 | 913
Combinational | 46.7 | 79.9
Clock | 396 | 656
==> worst paths after layout <==
kind,depth (start not counted),endpoint,startpoint
worst max-delay path,6,gpio_out[21],gpio_in[25]
worst min register to register,2,waitSend,waitSend
worst max register to register,2,rx_id[4],rx_valid
worst min-delay path,2,waitSend,waitSend
==> per-stage QoR <==
stage / total power [µW] / hold WS, ps / util / worst slack (ps) / cell area, µm²
finish: 2098 / 501.1 / 0.2523 / 1309 / 8270
global route: 2178 / 551.9 / 0.2522 / 1134 / 8268
CTS: 2134 / 500.5 / 0.2522 / 1296 / 8268
detailed placement: 1065 / 488.9 / 0.2338 / 1295 / 7664
global placement: 1065 / 475.6 / 0.2338 / 1331 / 7664
floorplan: 990.8 / 464.2 / - / 754.4 / 5278
==> layout make-up <==
type	count	area [µm²]	area share
clock inverter	15	178.9	0.02163
multi-input combinational	165	1007	0.1218
clock buffer	17	425.4	0.05144
tap	442	553.0	0.06687
inverter	14	52.55	0.006354
sequential	117	3483	0.4212
antenna	1	2.502	0.0003026
timing repair buffer	259	2567	0.3104
Power figures rest on the tool's default switching activity, not on a simulated workload.
