`/design/flow/design.v`:
```
module Simple(
    input clock,
    input reset,
    input [31:0] a,
    input [31:0] b,
    output logic [31:0] result
    );
    always_ff @(posedge clock) begin
        if (reset) begin
            result <= 0;
        end else begin
            result <= a + b + 1;
        end
    end
endmodule
```
`/design/flow/run.sh`:
```
#!/bin/bash
# OpenROAD 26Q1-2900-gdf79404cd8, Yosys 0.63+post, stock flow scripts
make -C /OpenROAD-flow-scripts/flow DESIGN_CONFIG=/design/flow/config.mk WORK_HOME=/design/flow/orfs finish
```
`/design/flow/config.mk`:
```
export PLATFORM = sky130hd
export DESIGN_NAME = Simple
export DESIGN_NICKNAME = Simple
export VERILOG_FILES = /design/flow/design.v
export SDC_FILE = /design/flow/constraint.sdc
export NUM_CORES = 4
export LEC_CHECK = 1
export CORE_UTILIZATION = 40
```
`/design/flow/constraint.sdc`:
```
current_design Simple

set clk_period 12.3
set clk_io_pct 0.2

create_clock -name clk0 -period $clk_period [get_ports {clock}]

set non_clock_inputs [all_inputs -no_clocks]
set_input_delay [expr $clk_period * $clk_io_pct] -clock clk0 $non_clock_inputs
set_output_delay [expr $clk_period * $clk_io_pct] -clock clk0 [all_outputs]
```
==> reports/results.md <==
| Result | This run |
| --- | --- |
| GR Util All Layers | 20.18% |
| Setup violations, final | 0 |
| Vias in the first global route | 2538 |
| Power per standard cell area | 100.1 nW/um^2 |
| Total core area | 6756 um^2 |
| Final Cell Area | 3906 um^2 |
| Clock buffer count from CTS | 5 |
| Count of flip-flops with a built-in enable after synthesis | 0 |
| Area Overhead vs Synth | 39.94% |
| Category of the worst setup path launch point | primary input |
| Arrival time reported for the critical path endpoint | 4.97 ns |
| Top register by number of flip-flops | result |
| Half-perimeter wire length of the detailed placement result | 5708 um |
| Post-synth top area cell | dfxtp_1 |
| Actual slew at the worst max-slew pin | 0.4941 ns |
| ANT nets after route | 0 |
| Netlist Area Pre-Place | 2791 um^2 |
| Area reported by Yosys stat | 2791 um^2 |
| Length of the first detailed-routing pass in iterations | 5 |
| Share of flip-flops with an asynchronous set or reset after synthesis | 0% |
| Power Total | 0.3909 mW |
| Critical path endpoint category | flop |
| Achievable Freq | 0.2080 GHz |
| Number of H-tree levels | 2 |
| Ports | 98 |
| Number of antenna violations at the first check in global routing | 0 |
| Synth Warn # | 1 |
| Slew Viols, Final | 0 |
| Type of the worst setup path | primary input to flop |
| Final Hold Violating Endpoints | 0 |
| Placed cell count | 511 |
| Most popular library cell in the synthesized design by count | nor2_1 |
| Mapped Avg Cell Area | 8.091 um^2 |
| CTS clk-pin slew, worst paths | 0.07 ns |
| Final Wtd Congestion | 0.8520 |
| Crit-path max FO | 4 |
| Run status | finished clean |
| Diodes inserted | 0 |
| Max rail drop VDD | 0.04783 mV |
| Final clock period utilization by the worst path | 39.08% |
| 1st-iter DRT viols | 150 |
| Commonest cells in the synthesized netlist | 42 x nor2_1, 37 x a21oi_1, 32 x dfxtp_1, 31 x ha_1, 29 x nand2_1 |
| Pin count of the biggest net entering global routing | 45 |
| Placed Instance Area | 3780 um^2 |
| Average wire per standard cell | 13.77 um |
| Portion of the post-synthesis area used by sequential elements | 22.95% |
| Tally of unique sky130hd cells used after synthesis | 64 |
| Remaining Overflow, GRT | 0 |
| Maximum root-to-sink buffer count | 2 |
| Largest registers | result (32) |
| Input/output buffers | 97 |
| CTS tree | built |
| Number of flip-flops in the largest register | 32 |
| Number of cells in the yosys synthesis report | 345 |
| Global-route wire length before repair | 11880 um |
| Post-Syn Instances | 345 |
| Total vias in the final route | 2832 |
| Count of state elements after synthesis | 32 |
| DRC Markers | 0 |
| Post-CTS Resized | 0 |
| Kind of path behind the tightest hold check | primary input to flop |
| Post-layout min period | 4.807 ns |
| Placement row count | 30 |
| Post-CTS setup-driven buffer insertion count | 0 |
| Number of logged tool warnings | 26 |
| Clock root buffer | clkbuf_8 |
| Final Instance Count excl. Fillers | 519 |
| Data required, critical path | 12.47 ns |
| Detail-routed via count per cell | 5.457 |
| Die y size | 85.54 um |
| Layout cell share with drive strength beyond 1 | 6.150% |
| Worst relative slew slack | 67.06% |
| Top cells by area, synth | dfxtp_1 23%, ha_1 14%, a21oi_1 6.6% |
| Hold bufs inserted after CTS | 0 |
| Die outline area | 7316 um^2 |
| Most frequently used flop master after synthesis | dfxtp_1 |
| Count of max-cap constraint violations | 0 |
| Horizontal die dimension | 85.54 um |
| FILL cells | 617 |
| Setup total negative slack | 0 ns |
| Total leakage power | 1.625 nW |
| Effective utilization at floorplan | 41.31% |
| Unrepaired setup endpoints after global routing | no |
| Number of clock sinks | 32 |
| Total wire length after detailed routing | 7145 um |
| Top cell type's share of synthesized area | 22.95% |
-- cell families (layout without fill, tap and decap cells) --
kind of cell,Yosys count,count (layout),share of synthesized area (%)
compound gates,111,111,27.34
xor+xnor,18,18,5.648
fa+ha+maj,32,32,14.61
buf+inv,19,113,4.168
flops,32,32,22.95
mux,8,8,3.227
simple gates,125,125,22.05
-- critical path, cell delays in order --
cell and delay [ns]:
clkdlybuf4s50_1 0.40, inv_1 0.06, ha_1 0.14, inv_1 0.05
fa_1 0.39, a21o_1 0.25, a21oi_1 0.22, o21ai_1 0.17
a211o_1 0.34, a21oi_1 0.17, mux2_1 0.33
-- power breakdown --
part           internal, mW  switching [mW]  total, mW  leakage (nW)
Sequential            0.118         0.00344      0.121         0.267
Clock                0.0715          0.0397      0.111        0.0645
Combinational        0.0870          0.0712      0.158          1.29
-- cell usage in the layout, fill, tap and decap left out, types with 9 or more instances in the layout --
cell	instances
o21ai_0	13
nor2_1	42
a21o_1	12
xor2_1	9
nand2_1	29
a21oi_1	37
nor2b_1	11
dfxtp_1	32
xnor2_1	9
clkdlybuf4s50_1	97
ha_1	31
-- metrics by stage --
stage | hold WS (ns) | setup WS (ns) | util [%]
floorplan | 2.651 | 7.826 | -
global placement | 3.115 | 7.257 | 55.94
global route | 2.833 | 7.328 | 57.81
CTS | 2.816 | 7.504 | 57.81
finish | 2.822 | 7.493 | 57.81
detailed placement | 3.114 | 7.206 | 55.94
-- area by class of cell --
class | instances | area, um^2 | share of cell area, %
multi-input cells | 294 | 2034 | 52.08
inverters | 7 | 26.28 | 0.6726
flip-flops and latches | 32 | 640.6 | 16.40
well taps | 80 | 100.1 | 2.562
clock inverters | 1 | 30.03 | 0.7687
repair buffers | 98 | 978.4 | 25.05
clock buffers | 7 | 96.34 | 2.466
-- routing by layer --
| layer | vias up | track usage, % | share of wire, % |
|---|---|---|---|
| met5 | - | 0 | 0 |
| met4 | 0 | 1.515 | 0.45 |
| met3 | 2 | 3.027 | 5.4 |
| met1 | 1288 | 29.41 | 48 |
| met2 | 95 | 33.75 | 46 |
| li1 | 1447 | - | - |
-- final timing paths --
path                  from         end  slack [ns]  cells past startpoint
worst max-delay path  b[0]  result[24]        7.49                     11
worst min-delay path  b[0]   result[0]        2.82                      4
Power figures rest on the tool's default switching activity, not on a simulated workload.
